`flow/run.sh`:
```
#!/bin/bash
# OpenROAD 26Q1-2900-gdf79404cd8, Yosys 0.63+post, stock flow scripts
make -C /OpenROAD-flow-scripts/flow DESIGN_CONFIG=/design/flow/config.mk WORK_HOME=/design/flow/orfs finish
```
`flow/constraint.sdc`:
```
current_design paddle_control

set clk_period 5.8
set clk_io_pct 0.2

create_clock -name clk0 -period $clk_period [get_ports {clk_0}]

set non_clock_inputs [all_inputs -no_clocks]
set_input_delay [expr $clk_period * $clk_io_pct] -clock clk0 $non_clock_inputs
set_output_delay [expr $clk_period * $clk_io_pct] -clock clk0 [all_outputs]
```
`flow/config.mk`:
```
export PLATFORM = sky130hd
export DESIGN_NAME = paddle_control
export DESIGN_NICKNAME = paddle_control
export VERILOG_FILES = /design/flow/design.v
export SDC_FILE = /design/flow/constraint.sdc
export NUM_CORES = 4
export LEC_CHECK = 1
export CORE_UTILIZATION = 30
```
`flow/design.v`:
```
module ai_opponent #(
    parameter V_VIDEO = 480,         
    parameter PDL_HEIGHT = 96,       
    parameter SPEED = 600,           
    parameter REACTION_TIME = 500,   
    parameter MIN_OFFSET = 0,        
    parameter MAX_OFFSET = 48,       
    parameter BASE_OFFSET = 6,       
    parameter SCALING_FACTOR = 3     
    )(
    input clk_0,                     
    input rst,                       
    input wire [9:0] sq_xpos,        
    input wire [9:0] sq_ypos,        
    input wire sq_xveldir,           
    input wire reset_game,           
    input wire sq_missed,            
    input wire [3:0] score_p1,       
    input wire [3:0] score_p2,       
    output reg [9:0] ai_ypos         
    );
    parameter REACTION_PSC = REACTION_TIME * 25_175;      
    parameter COUNT_WIDTH = $clog2(REACTION_PSC + 1);      
    reg [COUNT_WIDTH-1:0] reaction_count = 0;
    localparam PSC_LIMIT = 25_175_000 / SPEED;
    reg [18:0] vel_count = 0;
    parameter sq_width = 16;                             
    wire [9:0] ai_cent_y = ai_ypos + PDL_HEIGHT/2;       
    wire [9:0] sq_cent_y = sq_ypos + sq_width/2;         
    reg [5:0] lfsr_data = 6'h1F;
    always @(posedge clk_0) begin
        if (!rst)
            lfsr_data <= 6'h1F;
        else
            lfsr_data <= {lfsr_data[4:0], lfsr_data[5] ^ lfsr_data[4]};
    end
    reg [9:0] difficulty_offset;
    reg [9:0] offset_delta;  
    always @(*) begin
        if (score_p2 > score_p1) begin
            offset_delta = (score_p2 - score_p1) * SCALING_FACTOR;
            if (BASE_OFFSET + offset_delta > MAX_OFFSET)
                difficulty_offset = MAX_OFFSET;
            else
                difficulty_offset = BASE_OFFSET + offset_delta;
        end
        else if (score_p1 > score_p2) begin
            offset_delta = (score_p1 - score_p2) * SCALING_FACTOR;
            if (offset_delta > (BASE_OFFSET - MIN_OFFSET))
                difficulty_offset = MIN_OFFSET;
            else
                difficulty_offset = BASE_OFFSET - offset_delta;
        end
        else begin
            difficulty_offset = BASE_OFFSET;
        end
    end
    reg [9:0] dynamic_target_y;      
    reg offset_dir_locked = 0;       
    reg aim_high = 0;                
    always @ (posedge clk_0) begin
        if (!rst) begin
            ai_ypos <= (V_VIDEO / 2) - (PDL_HEIGHT / 2);
            vel_count <= 0;
            reaction_count <= 0;
            offset_dir_locked <= 0;
        end else if (reset_game) begin
            ai_ypos <= (V_VIDEO / 2) - (PDL_HEIGHT / 2);
            vel_count <= 0;
            reaction_count <= 0;
            offset_dir_locked <= 0;
        end else begin
            if (sq_xveldir == 1'b1 && !sq_missed) begin
                if (offset_dir_locked == 0) begin
                    aim_high <= lfsr_data[5];  
                    offset_dir_locked <= 1;
                end
                if (aim_high) begin
                    if (sq_cent_y + difficulty_offset < V_VIDEO)
                        dynamic_target_y <= sq_cent_y + difficulty_offset;
                    else
                        dynamic_target_y <= V_VIDEO - 1;
                end else begin
                    if (sq_cent_y > difficulty_offset)
                        dynamic_target_y <= sq_cent_y - difficulty_offset;
                    else
                        dynamic_target_y <= 0;
                end
                if (reaction_count < REACTION_PSC) begin
                    reaction_count <= reaction_count + 1;
                end else begin
                    if (vel_count < PSC_LIMIT) begin
                        vel_count <= vel_count + 1;
                    end else begin
                        vel_count <= 0;
                        if (ai_cent_y > dynamic_target_y) begin
                            if (ai_ypos > 0) begin
                                ai_ypos <= ai_ypos - 1;
                            end
                        end else if (ai_cent_y < dynamic_target_y) begin
                            if (ai_ypos < V_VIDEO - PDL_HEIGHT) begin
                                ai_ypos <= ai_ypos + 1;
                            end
                        end
                    end
                end
            end else if (sq_missed || sq_xveldir == 1'b0) begin
                reaction_count <= 0;
                offset_dir_locked <= 0;  
                if (vel_count < PSC_LIMIT) begin
                    vel_count <= vel_count + 1;
                end else begin
                    vel_count <= 0;
                    if (ai_cent_y > V_VIDEO/2) begin
                        if (ai_ypos > 0) ai_ypos <= ai_ypos - 1;
                    end else if (ai_cent_y < V_VIDEO/2) begin
                        if (ai_ypos < V_VIDEO - PDL_HEIGHT) ai_ypos <= ai_ypos + 1;
                    end
                end
            end
        end
    end
endmodule
module paddle_control #(
    parameter V_VIDEO = 480,
    parameter PDL_HEIGHT = 96,
    parameter START_X = 24,
    parameter PDL_SPEED = 600,
    parameter AI_SPEED = 500,
    parameter AI_REACTION_TIME = 700,
    parameter MIN_OFFSET = 0,        
    parameter MAX_OFFSET = 48,       
    parameter BASE_OFFSET = 6,       
    parameter SCALING_FACTOR = 3     
)(
    input clk_0,                 
    input rst,                   
    input reset_game,            
    input [1:0] mode_choice,     
    input move_up,               
    input move_down,             
    input wire [9:0] sq_xpos,    
    input wire [9:0] sq_ypos,    
    input wire sq_xveldir,       
    input wire sq_missed,        
    output [9:0] x_pos,
    output reg [9:0] y_pos,
    input wire [3:0] score_p1,       
    input wire [3:0] score_p2        
);
    assign x_pos = START_X;
    localparam PSC_LIMIT = 25_175_000 / PDL_SPEED;
    reg [18:0] vel_count = 0;
    wire [9:0] ai_ypos;
    ai_opponent #(
        .V_VIDEO(V_VIDEO),
        .PDL_HEIGHT(PDL_HEIGHT),
        .SPEED(AI_SPEED),
        .REACTION_TIME(AI_REACTION_TIME),
        .MIN_OFFSET(MIN_OFFSET), .MAX_OFFSET(MAX_OFFSET),
        .BASE_OFFSET(BASE_OFFSET),
        .SCALING_FACTOR(SCALING_FACTOR)
    ) computer (
        .clk_0(clk_0),
        .rst(rst),
        .sq_xpos(sq_xpos), .sq_ypos(sq_ypos),
        .sq_xveldir(sq_xveldir),
        .sq_missed(sq_missed),
        .reset_game(reset_game),
        .score_p1(score_p1), .score_p2(score_p2),
        .ai_ypos(ai_ypos)
    );
    always @(posedge clk_0 or negedge rst) begin
        if (!rst) begin
            y_pos <= (V_VIDEO / 2) - (PDL_HEIGHT / 2);
            vel_count <= 0;
        end else if (reset_game) begin
            y_pos <= (V_VIDEO / 2) - (PDL_HEIGHT / 2);
            vel_count <= 0;
        end else begin
            if (mode_choice == 2'b01) begin
                y_pos <= ai_ypos;
            end else if (mode_choice == 2'b10) begin
                if (move_up && !move_down) begin
                    if (vel_count < PSC_LIMIT) begin
                        vel_count <= vel_count + 1;
                    end else begin
                        vel_count <= 0;
                        if (y_pos > 0)
                            y_pos <= y_pos - 1;
                    end
                end else if (move_down && !move_up) begin
                    if (vel_count < PSC_LIMIT) begin
                        vel_count <= vel_count + 1;
                    end else begin
                        vel_count <= 0;
                        if (y_pos + PDL_HEIGHT < V_VIDEO - 1)
                            y_pos <= y_pos + 1;
                    end
                end else begin
                    vel_count <= 0;  
                end
            end
        end
    end
endmodule
```
==> flow_summary.json <==
{
  "status": "complete, but fails checks",
  "violations": "setup timing",
  "cpPeakStageDelay_ns": 0.59,
  "ff_type": "dfxtp_1",
  "yosys_area_um2": 7833,
  "hold_start": "computer.lfsr_data[1]$_SDFF_PN1_",
  "design.die.area_um2": 26760,
  "drv_cap": 0,
  "yosys_warnings": 2,
  "fmax_ghz": 0.1631,
  "layout-area-overhead-vs-synth_pct": 26.23,
  "synthTopCellsByCount": "nor2_1 (108), ha_1 (69), inv_1 (66), a21oi_1 (63), dfxtp_1 (61)",
  "finalCriticalPeriod_ns": 6.133,
  "worst_slew_pin_slew_ns": 0.8807,
  "postSynthSeqShare_pct": 29.11,
  "dp_cells": 1394,
  "via_per_inst": 4.896,
  "ant_nets": 0,
  "crit_required_ns": 5.89,
  "final_cell_area_um2": 9887,
  "clockBufferDepth": 2,
  "cts.sinks": 101,
  "ys_types": 75,
  "edf_count": 11,
  "routedWlPerCell_um": 12.21,
  "cts_buffers": 9,
  "maxSlewHeadroom_pct": 41.13,
  "cts_max_level": 3,
  "crit_path_max_fanout": 4,
  "setup_ws_ns": -0.3325,
  "p_leak_nw": 3.986,
  "die_x_um": 163.6,
  "portBuffers": 36,
  "ys_async_sr_fraction_pct": 28.71,
  "root_buffer": "clkbuf_16",
  "worst_r2r_endpoint": "computer.ai_ypos[9]$_SDFFE_PP0P_",
  "ys.flops": 101,
  "drv_slew": 0,
  "num_vias": 6981,
  "start_kind": "input pin",
  "finalSetupViolations": 10,
  "fin_tns_setup_ns": -2.719,
  "cpMostUsedCell": "ha_4",
  "synthesis.area_um2": 7833,
  "synth_area_per_cell_um2": 8.100,
  "hp-class": "reg -> reg",
  "comb_area_um2": 5461,
  "skew_ns": 0.01065,
  "top_cells_by_area": "dfxtp_1 (16%), ha_1 (11%), dfrtp_1 (8.6%)",
  "regArea_um2": 2280,
  "rows": 58,
  "worstSkewPairLatency_ns": 0.35,
  "top_cell": "nor2_1",
  "rsz0062_at_grt": "true",
  "hold_end": "computer.lfsr_data[2]$_SDFF_PN1_",
  "worstReg2RegStart": "computer.ai_ypos[4]$_SDFFE_PP0P_",
  "worstPathCellList": "buf_12 > inv_12 > ha_4 > inv_4 > fa_2 > ha_4 > inv_2 > fa_2 > ha_4 > nor2_4 > mux2_4 > a32o_1 > a311o_1 > or2_4 > o22ai_2 > ha_1 > o21a_1 > o31a_1 > o21a_1 > or2_4 > mux2i_4 > nor4_4 > nor3_2 > o32a_1",
  "fp.coreArea_um2": 25400,
  "top_area_cell": "dfxtp_1",
  "remaining_drc_errors": 0,
  "worstSetupPathType": "in -> reg",
  "fin_util_pct": 38.93,
  "cellPowerDensity_nw_per_um2": 228.6,
  "ios": 57,
  "clk_pin_slew_ns": 0.06,
  "hold_violations": 0,
  "stdcell_count": 1426,
  "dp_hpwl_um": 12910,
  "holdPathStages": 1,
  "cp.arrival_ns": 6.22,
  "fillers": 2543,
  "fin_crit_sh_pct": 105.7,
  "yosysTopAreaCellShare_pct": 15.59,
  "postSynthCellCount": 967,
  "grt_use_total_pct": 13.52,
  "ff2ff_setup_slack_ns": 1.73,
  "log.warning_count": 59,
  "first_global_vias": 6481,
  "grt_overflow": 0,
  "finalWeightedCongestion": 0.8840,
  "grt_max_degree": 38,
  "first_iter_violations": 379,
  "layout-drive-gt1-share_pct": 18.80,
  "r2r_cells": 12,
  "ys_cells": 967,
  "cp_slowest_cell": "fa_2",
  "postCtsHoldBufs": 0,
  "first_pass_iters": 4,
  "n_antenna_cell": 0,
  "die_y_um": 163.6,
  "postPlaceCellArea_um2": 9190,
  "antenna_found_initial": 0,
  "ir_worst_vdd_mv": 0.1317,
  "fp-utilization_pct": 30.84,
  "grt_pass1_wl_um": 29970,
  "pre_cts_slack_ns": -1.432,
  "crit_path_end_kind": "flip-flop",
  "wl_um": 17410,
  "cts_tree": "built"
}
## how the worst max path moves through the flow
stage | from | end | depth (start not counted)
finish | score_p2[0] | computer.dynamic_target_y[5]$_DFFE_PP_ | 24
global route | score_p2[0] | computer.dynamic_target_y[5]$_DFFE_PP_ | 25
CTS | score_p2[0] | computer.dynamic_target_y[5]$_DFFE_PP_ | 26
## worst max-delay path: cells and delay by family
family                     cells  cell delay [ns]
and+or+nand+nor                5             1.05
AOI/OAI and AO/OA              7             1.50
muxes                          2             0.44
adders and majority gates      6             1.85
buffers and inverters          4             0.22
## metrics by stage
| step | power (mW) | hold WS (ns) |
|---|---|---|
| detailed placement | 1.578 | 0.3952 |
| finish | 2.260 | 0.4123 |
| CTS | 2.242 | 0.4132 |
| global route | 2.408 | 0.4254 |
| floorplan | 1.241 | 0.3863 |
| global placement | 1.577 | 0.3887 |
## layout make-up
class	count	area share (%)
Multi-Input combinational cell	767	55.24
Tap cell	330	4.176
Sequential cell	101	23.06
Timing Repair Buffer	146	12.10
Inverter	66	2.658
Clock inverter	7	0.4935
Clock buffer	9	2.278
## layer usage
metal | up-vias | track usage (%) | share of wire, %
li1 | 3673 | - | -
met1 | 3191 | 20.77 | 52
met2 | 98 | 21.53 | 44
met3 | 19 | 1.242 | 2.7
met4 | 0 | 1.473 | 1.0
met5 | - | 0 | 0
## flip-flops by register name, indices dropped and copies added, names as in the netlist
signal	flops
computer.reaction_count	25
computer.vel_count	19
vel_count	19
computer.ai_ypos	10
computer.dynamic_target_y	10
y_pos	10
computer.lfsr_data	6
computer.aim_high	1
computer.offset_dir_locked	1
## report_power, final
part	internal [mW]	switching, mW	leakage (nW)
Sequential	0.723	0.00768	0.988
Clock	0.292	0.265	0.128
Combinational	0.518	0.455	2.87
Total	1.53	0.728	3.99
## logic make-up after synthesis
family / after synthesis / synth area share, %
simple gates: 370 / 24.30
compound gates: 231 / 18.75
buf+inv: 111 / 6.214
flops: 101 / 29.11
fa+ha+maj: 76 / 12.81
xor+xnor: 64 / 7.157
mux: 12 / 1.566
other cells: 2 / 0.09588
## layout by cell type, fill, tap and decap left out, types with 33 or more instances in the layout
cell type,synthesis,final
buf_4,13,107
a21oi_1,63,58
o21ai_0,58,55
dfxtp_1,61,61
ha_1,69,60
nor2_1,108,106
inv_1,66,59
nor3_1,36,33
nand2_1,53,53
xnor2_1,37,36
## timing repair
| action | CTS | global route |
|---|---|---|
| cloned | 0 | 0 |
| endpoints found under the hold margin | 0 | 0 |
| setup buffers | 14 | 4 |
| pin swaps | 29 | 20 |
| gates resized | 70 | 12 |
| setup endpoints to repair | 10 | 10 |
Power and IR drop assume default switching activity.
